**./constraint.sdc**
```tcl
current_design binary_subtractor

set clk_period 3.0
set clk_io_pct 0.2

create_clock -name clk0 -period $clk_period

set non_clock_inputs [all_inputs -no_clocks]
set_input_delay [expr $clk_period * $clk_io_pct] -clock clk0 $non_clock_inputs
set_output_delay [expr $clk_period * $clk_io_pct] -clock clk0 [all_outputs]
```
**./run.sh**
```bash
#!/bin/bash
# OpenROAD 26Q1-2900-gdf79404cd8, Yosys 0.63+post, stock flow scripts
make -C /OpenROAD-flow-scripts/flow DESIGN_CONFIG=/design/flow/config.mk WORK_HOME=/design/flow/orfs finish
```
**./design.v**
```verilog
module binary_subtractor
(
	A,
	B,
	c_in,
	sum,
	c_out
);
	input [3:0] A;
	input [3:0] B;
	input c_in;
	output reg [3:0] sum;
	output reg c_out;
	always @(A, B, c_in)
	begin
		{c_out,sum} = A + ~B + c_in;
	end
endmodule
```
**./config.mk**
```make
export PLATFORM = sky130hd
export DESIGN_NAME = binary_subtractor
export DESIGN_NICKNAME = binary_subtractor
export VERILOG_FILES = /design/flow/design.v
export SDC_FILE = /design/flow/constraint.sdc
export NUM_CORES = 4
export LEC_CHECK = 1
export CORE_AREA = 10 10 70 70
export DIE_AREA = 0 0 80 80
```
==> results.txt <==
The layout was made with Yosys and OpenROAD.

In this run, the synthesized area fraction spent on and/or/nand/nor cells is recorded as 2.52%. The average instance in the mapped netlist occupies 7.84 µm². The detailed router finished its first iteration with 0 violations.

Total power normalized to cell area comes to 151 nW/µm². The design has 0 sequential cells. For this sky-water flow run, the detailed-routed wirelength per cell is reported as 6.14 µm. Of the total synthesized cell area, the portion taken by XOR and XNOR cells is 11.8%. The final layout report lists a filler cell count of 398. In the power breakdown, the internal column shows 0.0000369 W. The total congestion overflow after global routing is 0. The power report puts the leakage power at 0.165 nW. The final tally of hold violations is 0. Between the synthesized netlist and the finished layout, the area growth was recorded as 140%.

Warnings reported by Yosys during synthesis add up to 1. The summed instance area of the synthesized netlist is 149 µm². The type of the worst min-delay path is in2out. The highest supply drop recorded on VDD is 34.0 µV. The overall via count from detail_route is 164. The run finished with clean final reports. The first global-routing pass estimated 800 µm of wire. In this run the remaining antenna-violating nets after routing total 0.

After synthesis, the chip area reported by Yosys is 149 µm². Setup repair after global routing left no endpoint under its margin. The layout has 0 clock buffers. The post-route clock period utilization is 96.9%. The area fraction in compound gates is 16.0%.

The sum of net half-perimeters after detailed placement is 454 µm. The sequential cell area is 0 µm². The synth_stat.txt file lists the number of cells as 19.

The via count of the first global-routing pass is 177. Leaving out fill and tap cells, the most frequent cells in the layout are clkdlybuf4s50_1 (10), inv_1 (5), ha_1 (3), dlygate4sd2_1 (3). The die is 80 µm tall. The iteration count recorded for the first detailed-route pass is 1. The share of total power in combinational logic is 100.0%. For hold timing, the worst endpoint is sum[1]. The number of max-cap violations is 0. The total DRC errors in the routed layout is 0. The overall die area is 6400 µm². The relative slew slack is 91.2%. Per the detail_route report, vias per standard cell equal 2.05. The kind of capture point of the worst setup path is an output port. The worst path arrival time is 2310 ps. Per the placement report, the placed cell count is 80. The clock period minus worst slack is 2910 ps. The proportion of synthesized chip area in sequential cells is 0%. By startpoint and endpoint, the worst setup path is classified as in2out. The width of the die is 80 µm.

STA classifies the critical path startpoint as an input pin. With fillers left out, the area of the finished cells amounts to 358 µm². In this run the core area contains 21 standard-cell rows. At the end of routability-driven placement, the weighted congestion stood at 0.724. The final worst hold slack is 1990 ps.

The routed wire length is 491 µm. The switching power of the nets is 0.0000170 W. The critical path required time is 2400 ps. The synthesized instance count is 19.

The number of warning messages in the logs is 32. The diode insertion count for antenna repair is 0. The placement report lists the number of port buffers as 14. Cells fill 10.5% of the core in the end. The placed cell area is 354 µm². The switching power share of the total is 31.5%. Of the cells placed in the final design, the portion with a size suffix greater than 1 is 17.6%. 14 I/O pins were placed. The setup slack after placement is -156 ps. In the synthesized netlist, mux cells make up 0% of the area. The number of antenna violations at the first check in global routing is 0. In this run the most critical hold path is launched from B[1]. Leaving out fill and tap cells, the most frequent cell in the layout is clkdlybuf4s50_1. The worst setup slack after layout is 93.5 ps. The global routing report lists combined usage of all routing layers as 1.50%. Per the timing report, the achievable frequency comes out to 344 MHz. The number of pins exceeding their max-slew limit in the final report is 0. The pin count of the biggest net entering global routing is 5. For the pin with the worst max-slew slack, the measured transition is 131 ps. Per the synthesis report, the adder-cell share of the synthesized area is 52.1%. The top fanout value on the critical path is 2. The last timing report of the flow puts the setup violation total at 0.

By area, the combinational part of the netlist is dominated by adder cells. Before placement the cells fill 4.36% of the core. After floorplanning, the core was sized to cover 3420 µm². The number of stages on the worst hold path is 4.

The clock network burns 0% of the power. In this run, flip-flops and latches consume 0% of the power. The number of standard cells in the final layout excluding fillers is 80. The distinct cell type count after synthesis is 8.
## worst max path at each step
stage	from	endpoint	slack [ps]
global route	c_in	sum[3]	20
finish	c_in	sum[3]	90
CTS	c_in	sum[1]	40
## per-layer routing
layer | vias to the layer above | part of all wire (%) | global-route usage (%)
met5 | - | 0 | 0
met4 | 0 | 0 | 0
met3 | 0 | 21 | 0.795
met2 | 12 | 29 | 1.85
met1 | 65 | 50 | 2.32
li1 | 87 | - | -
## power groups by stage
stage / Clock, W / Combinational, W / Sequential, W
finish: 0 / 0.0000539 / 0
global route: 0 / 0.0000628 / 0
CTS: 0 / 0.0000562 / 0
## repair_timing
action | 4_1_cts | 5_1_grt
endpoints found under the setup margin | 3 | 1
gates resized | 7 | 1
setup buffers | 0 | 0
pin swaps | 1 | 1
cloned | 0 | 0
hold buffers | 0 | 0
## synth_stat cells
master | number | share of area, %
inv_1 | 7 | 18
ha_1 | 3 | 25
a21oi_1 | 2 | 6.7
fa_1 | 2 | 27
xor2_1 | 2 | 12
a21o_2 | 1 | 5.9
nand2_1 | 1 | 2.5
o21ai_1 | 1 | 3.4
## cell families (layout without fill, tap and decap cells)
logic type,count (synthesis),after routing
fa+ha+maj,5,5
compound gates,4,4
simple gates,1,1
buf+inv,7,22
xor+xnor,2,2
## metrics by stage
| step | setup TNS [ps] | total power (W) |
|---|---|---|
| after floorplan | 0 | 0.0000168 |
| after global placement | -299 | 0.0000578 |
| after detailed placement | -322 | 0.0000582 |
| after CTS | 0 | 0.0000562 |
| after global routing | 0 | 0.0000628 |
| final | 0 | 0.0000539 |
## area by class of cell
type               count  area [µm²]  area share [%]
inverters              7        26.3            7.34
multi-input cells     12         128            35.7
well taps             46        57.6            16.1
repair buffers        15         146            40.9
## critical path, cell delays in order
cell	delay, ps
clkdlybuf4s50_1	450
inv_1	50
fa_2	390
o21ai_1	160
xor2_1	170
clkdlybuf4s50_1	480
Power is estimated from default activity; no workload was simulated.
