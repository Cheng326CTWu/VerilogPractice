$ cat flow/config.mk
export PLATFORM = sky130hd
export DESIGN_NAME = four_bit_comparator
export DESIGN_NICKNAME = four_bit_comparator
export VERILOG_FILES = /design/flow/design.v
export SDC_FILE = /design/flow/constraint.sdc
export NUM_CORES = 4
export LEC_CHECK = 1
export CORE_AREA = 10 10 70 70
export DIE_AREA = 0 0 80 80
$ cat flow/constraint.sdc
current_design four_bit_comparator

set clk_period 2.1
set clk_io_pct 0.2

create_clock -name clk0 -period $clk_period

set non_clock_inputs [all_inputs -no_clocks]
set_input_delay [expr $clk_period * $clk_io_pct] -clock clk0 $non_clock_inputs
set_output_delay [expr $clk_period * $clk_io_pct] -clock clk0 [all_outputs]
$ cat flow/design.v
module four_bit_comparator
(
	A,
	B,
	A_less_B,
	A_greater_B,
	A_equal_B
);
	input [3:0] A;
	input [3:0] B;
	output A_less_B;
	output A_greater_B;
	output A_equal_B;
	wire tmp0, tmp1, tmp2, tmp3, tmp4, tmp5, tmp6, tmp7;
	wire x0, x1, x2, x3;
	assign tmp0 = A[0] & ~B[0];
	assign tmp1 = ~A[0] & B[0];
	assign tmp2 = A[1] & ~B[1];
	assign tmp3 = ~A[1] & B[1];
	assign tmp4 = A[2] & ~B[2];
	assign tmp5 = ~A[2] & B[2];
	assign tmp6 = A[3] & ~B[3];
	assign tmp7 = ~A[3] & B[3];
	xnor xnor_0(x0, tmp0, tmp1);
	xnor xnor_1(x1, tmp2, tmp3);
	xnor xnor_2(x2, tmp4, tmp5);
	xnor xnor_3(x3, tmp6, tmp7);
	assign A_less_B = tmp7 | (tmp5 & x3) | (tmp3 & x3 & x2) | (tmp1 & x3 & x2 & x1);
	assign A_greater_B = tmp6 | (tmp4 & x3) | (tmp2 & x3 & x2) | (tmp0 & x3 & x2 & x1);
	assign A_equal_B = x0 & x1 & x2 & x3;
endmodule
$ cat flow/run.sh
#!/bin/bash
# OpenROAD 26Q1-2900-gdf79404cd8, Yosys 0.63+post, stock flow scripts
make -C /OpenROAD-flow-scripts/flow DESIGN_CONFIG=/design/flow/config.mk WORK_HOME=/design/flow/orfs finish
==> job_summary.md <==
## Implementation flow summary

| Metric | Value |
|---|---|
| Crit start category | `primary input` |
| Die W | `80 µm` |
| Seq Cell Count | `0` |
| Die height | `80 µm` |
| Sum of buffers and inverters on the critical path | `3` |
| PnR Total Power | `56.7 µW` |
| Critical path's largest stage delay | `0.48 ns` |
| Cell Area, Synth | `174 µm²` |
| Tool Warnings | `36` |
| Max-Cap Viols | `0` |
| Lkg Pwr | `0.182 nW` |
| Antenna Cells | `0` |
| Clock buffer count | `0` |
| Vias | `195` |
| Register Area | `0 µm²` |
| Total GRT Usage | `1.78%` |
| Worst slew pin tran | `0.134 ns` |
| Final hold slack | `1.50 ns` |
| Fp_density | `5.09%` |
| Number of iterations in the first detailed-routing pass | `2` |
| Post-synthesis area per instance | `6.96 µm²` |
| Aggregate global routing overflow | `0` |
| CP max-delay cell | `clkdlybuf4s50_1` |
| Slew headroom | `91.0%` |
| Fin crit period | `2.02 ns` |
| Core ar. | `3420 µm²` |
| Distinct lib cells used | `7` |
| P&R area growth vs syn | `117%` |
| Synth top area share | `57.6%` |
| Routability cong. | `0.728` |
| Die Size | `6400 µm²` |
| IO Port Bufs | `11` |
| Yosys Instances | `25` |
| Number of global-route vias before repair | `212` |
| First-pass GRT wire length | `938 µm` |
| Hold Path Origin | `A[3]` |
| WHS Endpoint | `A_less_B` |
| Unrepaired setup endpoints after global routing | `false` |
| Min-Delay Path Class | `in -> out` |
| Initial DRC Count | `1` |
| Final Cycle Share | `96.0%` |
| WL final | `544 µm` |
| Crit. End Element | `output port` |
| Post-route antenna net violation count | `0` |
| Top post-synthesis cells by count | `ha_1, inv_1, a21oi_1, o21ai_1` |
| Layout Cells excl Fill | `85` |
| Cell accounting for the most synthesized area | `ha_1` |
| Crit path DRT | `1.68 ns` |
| Worst endpoint data arrival time | `1.60 ns` |
| Critical path class | `in -> out` |
| Crit-path max FO | `2` |
| Register share after synthesis | `0%` |
| Fraction of layout instances using a drive strength above 1 | `25.6%` |
| Max IR drop VDD | `0.0575 mV` |
| Initial antenna violation count | `0` |
| Row count | `21` |
| Post-DR vias/cell | `2.29` |
| Top cells by area | `ha_1, inv_1, a21oi_1` |
| DP HPWL | `519 µm` |
| Cell Pwr Density | `150 nW/µm²` |
| Largest net degree at the start of global routing | `4` |
| DRC viols | `0` |
| Post-CTS repair timing setup buffer count | `0` |
| Crit path cell chain | `clkdlybuf4s50_1, inv_1, ha_1, nand2_1, nor2_2, dlygate4sd2_1` |
| Synth warnings | `0` |
| Worst Hold Path Cells | `6` |
| Setup violators final | `0` |
| Peak Freq | `496 MHz` |
| Hold Violations, Final | `0` |
| CP top delay family | `buffers and inverters` |
| Avg WL per Cell | `6.40 µm` |
| Placed cell areas | `364 µm²` |
| Gate Count Post-Synth | `25` |
| Cells after DPL | `85` |
| Status | `completed` |
| Finished Cell Area | `378 µm²` |
| I/O Pins | `11` |
| Max-slew violation count | `0` |
| Yosys chip area | `174 µm²` |
[cells in the final DEF, fill, tap and decap left out]
cell and instances:
inv_1 7, ha_1 6, o21ai_1 2, buf_4 3
ha_4 2, a21oi_1 4, nand2_1 1, nor2_2 1
clkbuf_2 2, inv_2 1, dlygate4sd2_1 3, nand2_2 1
clkdlybuf4s50_1 6
[report_power, final]
group	internal, mW	switching (mW)	leakage (nW)
Combinational	0.0335	0.0232	0.182
Clock	0	0	0
Sequential	0	0	0
[repair_timing]
action                                 CTS  global route
pin swaps                                1             0
setup endpoints to repair                3             2
hold buffers                             0             0
endpoints found under the hold margin    0             0
gates resized                            9             4
gates cloned                             0             0
[through the flow]
step | setup WS, ns | util, % | setup TNS [ns]
floorplan | 0.741 | - | 0
global placement | -0.275 | 10.7 | -0.785
detailed placement | -0.297 | 10.7 | -0.852
CTS | 0.0336 | 11.3 | 0
global route | 0.00660 | 11.1 | 0
finish | 0.0844 | 11.1 | 0
[cell families (layout without fill, tap and decap cells)]
group	Yosys count	count (layout)	synth area share [%]
simple gates	3	3	7.91
compound gates	6	6	17.3
fa+ha+maj	8	8	57.6
buf+inv	8	22	17.3
[how the worst max path moves through the flow]
stage / startpoint / to / cells after the start
finish: A[0] / A_equal_B / 6
global route: A[0] / A_equal_B / 6
CTS: A[2] / A_greater_B / 6
[area by class of cell]
class                      instances  area, µm²
timing repair buffer              14        119
inverter                           8       30.0
multi-input combinational         17        171
tap                               46       57.6
fill                             412       3040
[layer usage]
metal,part of all wire (%),GRT usage [%],routed length (µm)
met1,44,2.24,237
met2,45,2.81,243
met5,0,0,0
met3,12,0.909,63
met4,0,0,0
[worst min-delay path: stages]
cell	delay (ns)
dlygate4sd2_1	0.25
inv_1	0.09
ha_4	0.13
a21oi_1	0.03
o21ai_1	0.06
clkbuf_2	0.10
Power and IR drop assume default switching activity.
