===== design/flow/config.mk =====
export PLATFORM = sky130hd
export DESIGN_NAME = alt_four_three_binary_multiplier
export DESIGN_NICKNAME = alt_four_three_binary_multiplier
export VERILOG_FILES = /design/flow/design.v
export SDC_FILE = /design/flow/constraint.sdc
export NUM_CORES = 4
export LEC_CHECK = 1
export CORE_AREA = 10 10 70 70
export DIE_AREA = 0 0 80 80

===== design/flow/constraint.sdc =====
current_design alt_four_three_binary_multiplier

set clk_period 4.8
set clk_io_pct 0.2

create_clock -name clk0 -period $clk_period

set non_clock_inputs [all_inputs -no_clocks]
set_input_delay [expr $clk_period * $clk_io_pct] -clock clk0 $non_clock_inputs
set_output_delay [expr $clk_period * $clk_io_pct] -clock clk0 [all_outputs]

===== design/flow/design.v =====
module four_bit_binary_adder
(
	A,
	B,
	sum,
	c_out
);
	input [3:0] A;
	input [3:0] B;
	output [3:0] sum;
	output c_out;
	wire [3:0] c;
	genvar i;
	generate
	for(i=0; i<4; i=i+1)
	begin: generate_4_bit_adder
		if(i == 0)
			half_adder f(.x(A[0]), .y(B[0]), .sum(sum[0]), .carry(c[0]));
		else
			full_adder f(.x(A[i]), .y(B[i]), .c_in(c[i-1]), .sum(sum[i]), .c_out(c[i]));
	end
	assign c_out = c[3];
	endgenerate
endmodule
module alt_four_bit_binary_adder
(
	A,
	B,
	c_in,
	sum,
	c_out
);
	input [3:0] A;
	input [3:0] B;
	input c_in;
	output reg [3:0] sum;
	output reg c_out;
	always @(A or B or c_in)
	begin
		{c_out,sum} = A + B + c_in;
	end
endmodule
module four_three_binary_multiplier
(
	a,
	b,
	res
);
	input [2:0] a;
	input [3:0] b;
	output [6:0] res;
	wire [4:0] r1;
	wire [3:0] r2, r3;
	wire [4:0] adder1_res;
	assign r1[0] = a[0] & b[0];
	assign r1[1] = a[0] & b[1];
	assign r1[2] = a[0] & b[2];
	assign r1[3] = a[0] & b[3];
	assign r1[4] = 1'b0;
	assign r2[0] = a[1] & b[0];
	assign r2[1] = a[1] & b[1];
	assign r2[2] = a[1] & b[2];
	assign r2[3] = a[1] & b[3];
	assign r3[0] = a[2] & b[0];
	assign r3[1] = a[2] & b[1];
	assign r3[2] = a[2] & b[2];
	assign r3[3] = a[2] & b[3];
	assign res[0] = r1[0];
	four_bit_binary_adder adder1(r1[4:1], r2, adder1_res[3:0], adder1_res[4]);
	assign res[1] = adder1_res[0];
	four_bit_binary_adder adder2(adder1_res[4:1], r3, res[5:2], res[6]);
endmodule
module alt_four_three_binary_multiplier
(
	a,
	b,
	res
);
	input [2:0] a;
	input [3:0] b;
	output [6:0] res;
	wire [4:0] r1;
	wire [3:0] r2, r3;
	wire [4:0] adder1_res;
	assign r1[0] = a[0] & b[0];
	assign r1[1] = a[0] & b[1];
	assign r1[2] = a[0] & b[2];
	assign r1[3] = a[0] & b[3];
	assign r1[4] = 1'b0;
	assign r2[0] = a[1] & b[0];
	assign r2[1] = a[1] & b[1];
	assign r2[2] = a[1] & b[2];
	assign r2[3] = a[1] & b[3];
	assign r3[0] = a[2] & b[0];
	assign r3[1] = a[2] & b[1];
	assign r3[2] = a[2] & b[2];
	assign r3[3] = a[2] & b[3];
	assign res[0] = r1[0];
	alt_four_bit_binary_adder adder1(r1[4:1], r2, 1'b0, adder1_res[3:0], adder1_res[4]);
	assign res[1] = adder1_res[0];
	alt_four_bit_binary_adder adder2(adder1_res[4:1], r3, 1'b0, res[5:2], res[6]);
endmodule

===== design/flow/run.sh =====
#!/bin/bash
# OpenROAD 26Q1-2900-gdf79404cd8, Yosys 0.63+post, stock flow scripts
make -C /OpenROAD-flow-scripts/flow DESIGN_CONFIG=/design/flow/config.mk WORK_HOME=/design/flow/orfs finish

==> changes_impl.md <==
### Physical design

* Outcome: finished, final reports clean
* Crit-path leading delay family: buffers and inverters
* Crit-path cells: clkdlybuf4s50_1, and2_1, ha_1, inv_1, fa_1, xor2_2, inv_1, ha_1, a21o_1, a21oi_2, xnor2_1, clkdlybuf4s50_1
* Flip-flop and latch area at 0 um^2
* Global Route Usage Sum at 2.36%
* Routed Antenna Nets at 0
* CP startpoint kind: input port
* Core Box Area at 3420 um^2
* Initial antenna violation count at 0
* Critical path capture point type: output pin
* Max rail drop VDD at 0.0133 mV
* P_leak at 0.266 nW
* Upper clock frequency limit at 0.215 GHz
* DRT Wirelength at 823 um
* RD Place Congestion at 0.829
* Iteration-0 DRC count of the detailed router at 13
* Tightest Pin Transition at 0.173 ns
* Filler cells at 387
* Final setup fails at 0
* Final Instance Count excl. Fillers at 105
* # port buffers at 14
* RSZ-0062 raised after global routing: yes
* Critical-path top delay cell: clkdlybuf4s50_1
* Max FO, Critical Path at 3
* Die Wd at 80 um
* Hold path endpoint: res[0]
* Ant diodes at 0
* Number of global-route vias before repair at 310
* DIE HEIGHT at 80 um
* Worst Hold Slack at 2.91 ns
* DRC at 0
* Hold/Removal Path Class: input port to output pin
* YS warnings at 1
* Inst Count DP at 105
* Detail Placement HPWL at 746 um
* Hold Path Depth at 3
* Largest net degree at the start of global routing at 5
* Cell Type Count at 15
* Layout cells sized above 1 at 10.2%
* Vias at 316
* Drt pass-1 iters at 4
* Yosys chip area at 328 um^2
* # rows at 21
* Hold path start: b[0]
* Mapped Avg Cell Area at 7.45 um^2
* Yosys Instances at 44
* GRT Residual Overflow at 0
* Critical path class: input port to output pin
* First-pass GRT wire length at 1.32 mm
* Post-Synthesis Cells at 44
* Area grow syn2layout at 65.6%
* Fin crit share at 97.1%
* Normalized max-slew margin at 88.5%
* Buf+Inv Stages, Crit Path at 4
* Power Dens Cells at 94.6 nW/um^2
* Crit path required time at 3.84 ns
* Flip-flops at 0
* Post-cts repair resize count at 0
* Starting Density at 9.60%
* Endpoints failing hold at 0
* Tool warnings at 33
* Post-Syn Area at 328 um^2
* Minimum clock period at 4.66 ns
* Via/cell ratio at 3.01
* Seq share, synth at 0%
* Fin. max-slew vios at 0
* Max-Cap Viols at 0
* Chip area at 6400 um^2
* Ports at 14
* Overall power at 0.0514 mW
* Clkbuf count at 0
* Crit path arrival time at 3.70 ns
* Hold buffers post-CTS at 0
* Crit path largest cell delay at 0.51 ns
* Avg WL per Cell at 7.84 um
* Setup bufs post-CTS at 0
## Yosys cell counts
cell type  n  area share, %
nor2b_1    1            1.9
nor2_1     1            1.1
nand2b_1   1            1.9
and2_1     8             15
o21ai_0    1            1.5
a21oi_2    2            5.3
a21o_1     2            4.6
ha_1       7             27
buf_4      1            2.3
inv_1      9             10
fa_1       2             12
a21oi_1    1            1.5
xnor2_1    2            5.3
xor2_1     2            5.3
nand2_1    4            4.6
## cell type report
type / count / area (um^2) / share of cell area [%]
timing repair buffer: 16 / 155 / 28.6
inverter: 9 / 33.8 / 6.22
tap: 46 / 57.6 / 10.6
multi-input combinational: 34 / 297 / 54.6
## cell usage in the layout (no fill, tap or decap), drive strengths merged
master and count:
clkdlybuf4s50 14, nor2b 1, and2 8, a21oi 3, ha 7, fa 2
xnor2 2, nand2b 1, a21o 2, xor2 2, nand2 4, inv 9
o21ai 1, nor2 1, buf 2
## where the power goes
part / switching [mW] / internal (mW)
logic: 0.0185 / 0.0329
registers: 0 / 0
clock network: 0 / 0
total: 0.0185 / 0.0329
## per-stage QoR
stage	util, %	area [um^2]	TNS, ns	setup slack (ns)
after detailed placement	15.6	533	0	0.0701
after floorplan	-	328	0	1.13
after global routing	15.9	543	-0.0653	-0.0331
final	15.9	543	0	0.141
after CTS	15.6	533	0	0.0495
after global placement	15.6	533	0	0.0835
## cell families after synthesis
group / after synthesis / synth area share, %
simple gates: 15 / 24.8
buf+inv: 10 / 12.6
xor+xnor: 4 / 10.7
compound gates: 6 / 13.0
fa+ha+maj: 9 / 38.9
## layer usage
layer | track usage (%) | wire length [um] | part of all wire, % | vias to the layer above
met1 | 3.19 | 405 | 49 | 140
met3 | 0.455 | 96 | 12 | 0
li1 | - | - | - | 165
met5 | 0 | 0 | 0 | -
met4 | 0 | 0 | 0 | 0
met2 | 4.01 | 321 | 39 | 11
## worst max path at each step
| stage | from | end | slack, ns | cells past startpoint |
|---|---|---|---|---|
| after global routing | b[1] | res[5] | -0.03 | 12 |
| final | b[1] | res[5] | 0.14 | 12 |
| after CTS | b[1] | res[5] | 0.05 | 12 |
Power is estimated from default activity; no workload was simulated.
